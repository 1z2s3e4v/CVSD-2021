==> /design/flow/design.v <==
`timescale 1ns/10ps
module IOTDF( clk, rst, in_en, iot_in, fn_sel, busy, valid, iot_out);
input          clk;
input          rst;
input          in_en;
input  [7:0]   iot_in;
input  [2:0]   fn_sel;
output         busy;
output         valid;
output [127:0] iot_out;
reg	[127:0]	iot_out_w, iot_out_r;
reg			valid_w, valid_r,
			busy_w, busy_r;
reg	[127:0]	data[7:0], data_next[7:0];  
reg	[142:0]	sum, sum_next;  
reg	[2:0]	cur_state, next_state;  
reg	[7:0]	start_bit;  
reg	[3:0]	count_cycle, count_cycle_next;  
reg [2:0]	count_data, count_data_next;  
reg [2:0]	data_idx, data_idx_next;  
reg	[3:0]	count_round, count_round_next;  
reg [127:0] compare, compare_next;  
reg [127:0] last_extre, last_extre_next;  
reg	[3:0]	i;
reg			enable;
parameter S_IDLE	= 3'b000;  
parameter S_LOAD	= 3'b001;  
parameter S_EX		= 3'b010;  
parameter S_OUT		= 3'b011;  
parameter S_END		= 3'b111;  
parameter F_MAX		= 3'b001;  
parameter F_MIN		= 3'b010;  
parameter F_AVG		= 3'b011;  
parameter F_EXTRACT	= 3'b100;  
parameter F_EXCLUDE	= 3'b101;  
parameter F_PEAKMAX	= 3'b110;  
parameter F_PEAKMIN	= 3'b111;  
assign iot_out	= iot_out_r;  
assign valid	= valid_r;  
assign busy		= busy_r;  
always@(*) begin
	count_data_next		= count_data;
	data_idx_next		= data_idx;
	enable				= 1;
	case(cur_state) 
		S_IDLE: begin
			next_state	= S_LOAD;
		end
		S_LOAD: begin
			if(count_cycle == 4'd15) begin
				count_data_next	= count_data + 1;
				data_idx_next	= count_data;
				next_state	= S_EX;
			end else begin
				next_state		= S_LOAD;
			end
		end
		S_EX: begin
			if(count_round == 12) begin
				next_state	= S_END;
			end else begin
				next_state	= S_LOAD;
			end
		end
		S_END: begin
			next_state	= S_END;
			enable		= 0;
		end
		default: begin
			next_state	= S_LOAD;
		end
	endcase
end
always@(*) begin
	for(i=0;i<=7;i=i+1)
		data_next[i] = data[i];
	if(in_en) begin
		start_bit			= 127 - (count_cycle << 3);  
		data_next[count_data][start_bit -: 8]	= iot_in;  
		count_cycle_next	= count_cycle + 1;
	end else begin
		count_cycle_next	= count_cycle;
	end
end
always@(*) begin
	valid_w				= 0;
	busy_w				= 0;
	iot_out_w			= 0;
	sum_next			= sum;
	last_extre_next		= last_extre;
	count_round_next	= count_round;
	compare_next		= compare;
	if(cur_state == S_EX) begin
		if(data_idx == 7) begin
			count_round_next	= count_round + 1;
		end
		case(fn_sel)
			F_MAX: begin
				if(data_idx == 0) begin
					compare_next	= data[0];
				end else begin
					compare_next	= (compare > data[data_idx])? compare : data[data_idx];
				end
				if(data_idx == 7) begin
					valid_w			= 1;
					iot_out_w		= (compare > data[data_idx])? compare : data[data_idx];
				end else begin 
					valid_w		= 0;
					iot_out_w	= 0;
				end
			end
			F_MIN: begin
				if(data_idx == 0) begin
					compare_next	= data[0];
				end else begin
					compare_next	= (compare < data[data_idx])? compare : data[data_idx];
				end
				if(data_idx == 7) begin
					valid_w			= 1;
					iot_out_w		= (compare < data[data_idx])? compare : data[data_idx];
				end else begin 
					valid_w		= 0;
					iot_out_w	= 0;
				end
			end
			F_AVG: begin
				if(data_idx == 0) begin
					sum_next = 143'd0 + data[data_idx];
				end else begin
					sum_next = sum + data[data_idx];
				end
				if(data_idx == 7) begin
					valid_w			= 1;
					iot_out_w		= (sum + data[data_idx]) / 8;
				end else begin 
					valid_w		= 0;
					iot_out_w	= 0;
				end
			end
			F_EXTRACT: begin
				if(data[data_idx] > 128'h6FFFFFFFFFFFFFFFFFFFFFFFFFFFFFFF && data[data_idx] < 128'hAFFFFFFFFFFFFFFFFFFFFFFFFFFFFFFF) begin
					valid_w		= 1;
					iot_out_w	= data[data_idx];
				end else begin 
					valid_w		= 0;
					iot_out_w	= 0;
				end
			end
			F_EXCLUDE: begin
				if(data[data_idx] < 128'h7FFFFFFFFFFFFFFFFFFFFFFFFFFFFFFF || data[data_idx] > 128'hBFFFFFFFFFFFFFFFFFFFFFFFFFFFFFFF) begin
					valid_w		= 1;
					iot_out_w	= data[data_idx];
				end else begin 
					valid_w		= 0;
					iot_out_w	= 0;
				end
			end
			F_PEAKMAX: begin
				last_extre_next	= last_extre;
				compare_next	= compare;
				if(count_round == 0) begin
					if(data_idx == 0) begin
						compare_next	= data[0];
					end else begin
						compare_next	= (compare > data[data_idx])? compare : data[data_idx];
					end
					if(data_idx == 7) begin
						valid_w			= 1;
						iot_out_w		= (compare > data[data_idx])? compare : data[data_idx];
						last_extre_next	= (compare > data[data_idx])? compare : data[data_idx];
					end else begin
						valid_w			= 0;
						iot_out_w		= 0;
					end
				end else begin
					if(data[data_idx] > last_extre) begin
						valid_w			= 1;
						iot_out_w		= data[data_idx];
						compare_next	= (compare > data[data_idx])? compare : data[data_idx];
					end else begin 
						valid_w			= 0;
						iot_out_w		= 0;
					end
					if(data_idx == 7) begin
						last_extre_next	= (compare > data[data_idx])? compare : data[data_idx];
					end
				end
			end
			F_PEAKMIN: begin
				last_extre_next	= last_extre;
				compare_next	= compare;
				if(count_round == 0) begin
					if(data_idx == 0) begin
						compare_next	= data[0];
					end else begin
						compare_next	= (compare < data[data_idx])? compare : data[data_idx];
					end
					if(data_idx == 7) begin
						valid_w			= 1;
						iot_out_w		= (compare < data[data_idx])? compare : data[data_idx];
						last_extre_next	= (compare < data[data_idx])? compare : data[data_idx];
					end else begin
						valid_w			= 0;
						iot_out_w		= 0;
					end
				end else begin
					if(data[data_idx] < last_extre) begin
						valid_w			= 1;
						iot_out_w		= data[data_idx];
						compare_next	= (compare < data[data_idx])? compare : data[data_idx];
					end else begin 
						valid_w			= 0;
						iot_out_w		= 0;
					end
					if(data_idx == 7) begin
						last_extre_next	= (compare < data[data_idx])? compare : data[data_idx];
					end
				end
			end
			default: begin
				valid_w			= 0;
				iot_out_w		= 0;
			end
		endcase
	end else begin
		valid_w			= 0;
		iot_out_w		= 0;
	end
end
always@(posedge clk or posedge rst) begin
	if(rst) begin
		iot_out_r	<= 0;
		valid_r		<= 0;
		busy_r		<= 0;
		for(i=0;i<=7;i=i+1)
			data[i]		<= 0;
		compare		<= 0;
		sum			<= 0;
		data_idx	<= 0;
		count_round	<= 0;
		last_extre	<= 0;
		count_data	<= 0;
		count_cycle	<= 0;
		cur_state	<= S_IDLE;
	end else begin
		for(i=0;i<=7;i=i+1)
			data[i]		<= data_next[i];
		sum			<= sum_next;
		compare		<= compare_next;
		data_idx	<= data_idx_next;
		last_extre	<= last_extre_next;
		count_round	<= count_round_next;
		count_data	<= count_data_next;
		count_cycle	<= count_cycle_next;
		cur_state	<= next_state;
		busy_r		<= busy_w;
		valid_r		<= valid_w;
		iot_out_r	<= iot_out_w;
	end
end
endmodule
==> /design/flow/run.sh <==
#!/bin/bash
# OpenROAD 26Q1-2900-gdf79404cd8, Yosys 0.63+post, stock flow scripts
make -C /OpenROAD-flow-scripts/flow DESIGN_CONFIG=/design/flow/config.mk WORK_HOME=/design/flow/orfs finish
==> /design/flow/config.mk <==
export PLATFORM = sky130hd
export DESIGN_NAME = IOTDF
export DESIGN_NICKNAME = IOTDF
export VERILOG_FILES = /design/flow/design.v
export SDC_FILE = /design/flow/constraint.sdc
export NUM_CORES = 4
export LEC_CHECK = 1
export CORE_UTILIZATION = 30
==> /design/flow/constraint.sdc <==
current_design IOTDF

set clk_period 43.8
set clk_io_pct 0.2

create_clock -name clk0 -period $clk_period [get_ports {clk}]

set non_clock_inputs [all_inputs -no_clocks]
set_input_delay [expr $clk_period * $clk_io_pct] -clock clk0 $non_clock_inputs
set_output_delay [expr $clk_period * $clk_io_pct] -clock clk0 [all_outputs]
==> summary.txt <==
Physical implementation status

The flow ran to the end, and the final reports show no timing, DRC or antenna violations. The area of the die stands at 347,000 um2. The later pin in the worst-skew pair is clocked with a latency of 0.89 ns. Before any placement, the netlist area is recorded as 103,000 um2.

The count of flip-flops with a built-in enable after synthesis stands at 0. The sequential cell area stands at 39,000 um2. Yosys shows that the main logic family after synthesis is AND-OR/OR-AND gates. The number of cells on the worst hold path stands at 2. Among the stages of the critical path, the cell type that occurs most often is sky130_fd_sc_hd__buf_4. According to the timing report, the data required time at the worst endpoint equals 44.65 ns. The setup path with the least slack is of type in2async.

The total congestion overflow after global routing stands at 0. Per the CTS log, the maximum H-tree level is 4. CTS added clock buffers totalling between 150 and 200.

TritonCTS built the clock tree. The OpenROAD warning count stands at 35. For the worst reg-to-reg path, the endpoint reported by OpenROAD is compare[38].

In this run the core area contains 215 standard-cell rows. The first global-routing pass estimated 648,000 um of wire. The number of distinct library cells after synthesis stands at 94. The total area inside the core boundary comes to roughly 340,000 um2. The number of global-route vias before repair is 85,700. For reference, the top cells by area after synthesis are sky130_fd_sc_hd__dfrtp_1, sky130_fd_sc_hd__mux2_2, sky130_fd_sc_hd__ha_1, sky130_fd_sc_hd__mux2i_1, sky130_fd_sc_hd__nand2_1.

The layout cell share with drive strength beyond 1 stands at between 15 and 20%. The number of antenna violations at the first check in global routing stands at around 44. The timing report gives the clock slew at the launch and capture registers of the worst setup and hold paths as 0.06 ns. According to the I/O placement log, the pin count is around 140. The routed design has roughly 460,000 um of wire. The tally of yosys warning messages stands at 3. Per the hold report, the tightest min-delay path originates at last_extre[23]. In the post-synthesis netlist, the cell with the most instances is sky130_fd_sc_hd__dfrtp_1. The number of placed instances, taps included, is 15,200.

The power per cell area stands at 83.6 nW/um2. The max-slew violation count stands at 0. In this run, the synthesized area fraction spent on and/or/nand/nor cells is recorded as 11.2%. The async set-or-reset flop fraction in the synthesized netlist stands at ~100%.

Per the synth stats, the flop cell with the highest instance count is sky130_fd_sc_hd__dfrtp_1. In the log, the iteration count for the first detailed-route pass is 10. The average wire length per cell after detail routing stands at 29.6 um.

After synthesis, the share of cell area in mux cells is 16.2%. The top cell type by area accounts for between 30 and 40% of the synthesized area. The cell leakage power stands at 53.0 nW. Overall routing resource usage recorded by global route was 26.8%. The number of buffers inserted by hold repair at cts stands at 0. Summing all multi-input logic gate instances after layout gives 59,300 um2.

In this run the cell area measured after placement is 111,000 um2. The setup slack on the worst flop-to-flop path stands at 33.31 ns. The launch point of the worst register-to-register path is recorded as data_idx[0].

The synthesized netlist devotes between 15 and 20% of its cell area to compound gates. The worst-case reg-to-reg path depth stands at 21. The arithmetic-cell share of the synthesized area counting full adders, half adders and majority gates stands at a little under a tenth. Relative to the synthesized area, the layout overhead comes to 12.8%. The detailed-route DRC error count stands at 0. The maximum count of clock buffers along a single path stands at 4.

After its last routability iteration, the placer logged a weighted congestion of 1.04. The remaining number of nets flagged by the antenna check after routing stands at 0. The total non-filler cell area in the finished layout stands at about 120,000 um2. The core occupancy in the finished layout stands at between 30% and 40%. The worst-case headroom to the max-slew limit stands at 20.5%. In this run the maximum-capacitance check reported violations numbering 0. The floorplan step records an initial core utilization of between 30% and 40%. Yosys reported a register bit count of 1,557. For this design, the slowest cell found on the critical path is sky130_fd_sc_hd__buf_4. STA classifies the critical path startpoint as an input pin. The number of design-rule violations left by the first detailed-router iteration stands at roughly 8,500. The synthesis run shows the most used standard cells to be sky130_fd_sc_hd__dfrtp_1, sky130_fd_sc_hd__nand2_1, sky130_fd_sc_hd__mux2_2. Across the routed clock network, the largest skew measured is 0.0666 ns. The transition time recorded at the tightest slew-check pin is 1.19 ns.

The die is around 590 um tall. For this block, the via count after detailed routing is 89,400. The largest fanout on the critical path stands at between 50 and 60. Looking at area per cell type in the netlist, the leader is sky130_fd_sc_hd__dfrtp_1.

Synthesis handed over a netlist of about 11,000 instances. In the Yosys report the total cell count is 10,800. The summed negative setup slack over all endpoints stands at 0 ns. Per the CTS log, the root buffer master is sky130_fd_sc_hd__clkbuf_16.

STA reports the tightest min-delay check as being of type reg2reg. For this run, the register share of the synthesized area comes to 37.7%. The floorplan step set the die width to between 500 and 600 um. The routed design could run at a clock period as short as 12.31 ns. The xor/xnor cell area share of the yosys netlist stands at 1.89%. For reference, the final report shows the hold violation count at 0. Setup repair after global routing left no endpoint under its margin. The count of final setup violators stands at 0. The final layout report lists a filler cell count of 34,900. For reference, the critical path cell chain is clkdlybuf4s50_1 -> clkinvlp_4 -> buf_4 -> buf_4 -> buf_4 -> buf_4 -> buf_4.

The buffer_ports step reported a buffer count of ~140. The worst setup path is captured at an async pin. A synthesized cell averages 9.54 um2. The tree built by TritonCTS fans out to approximately 1,600 sinks. The HPWL after detailed placement stands at 347,000 um.

The chip area line of the yosys report stands at 103,000 um2. In this build the clock could be raised as far as 0.0812 GHz. The worst VDD IR drop from the latest analysis is just under 70 uV. The longest incremental delay of any stage on the critical path is reported as between 0.6 and 0.7 ns. In the finished design, the share of the clock period the worst path needs comes to 28.1%. Looking at the post-CTS report, the setup buffer insertion count equals 0.

The via density per instance stands at 5.74. STA puts the critical path data arrival time at 13.16 ns. STA shows the worst min-delay path finishing at last_extre[23]. The pin count of the biggest net entering global routing stands at between 100 and 150. The total of cells resized after clock tree synthesis stands at 0. After the flow finishes, the layout carries non-filler instances totaling about 16,000.
## cell families after synthesis
family | Yosys count
other cells | 1
xor+xnor | 223
fa+ha+maj | 778
mux | 1519
compound gates | 2961
simple gates | 2512
buf+inv | 1277
flops | 1557
## metrics by stage
step           total power [mW]  hold WS (ns)  setup WS (ns)
2_1_floorplan              5.83         0.444          13.47
3_3_place_gp               7.99         0.462          30.47
3_5_place_dp               8.00         0.467          30.46
4_1_cts                    9.57         0.482          31.38
5_1_grt                    10.2         0.495          30.90
6_report                   9.73         0.476          31.49
## critical path: cells and delay by family
family	cells	cell delay [ns]
buffers and inverters	7	4.20
## registers in the layout, indices dropped and copies added (netlist names)
| name | cells |
|---|---|
| iot_out_r | 128 |
| count_cycle | 4 |
| count_round | 4 |
| data_idx | 3 |
| sum | 131 |
| compare | 128 |
| count_data | 3 |
| last_extre | 128 |
| cur_state | 3 |
| data | 1024 |
| valid_r | 1 |
## layer usage
metal / GRT usage (%) / wire, um
met4: 14.1 / 29700
met1: 35.2 / 183000
met3: 10.8 / 53600
met2: 38.2 / 194000
met5: 0.356 / 552
## how the worst max path moves through the flow
stage / start / end / slack, ns / cells after the start
finish: rst / data_idx[1] / 31.49 / 7
global route: rst / data_idx[1] / 30.90 / 7
CTS: rst / data_idx[1] / 31.38 / 7
## report_power, final
| group | switching (mW) | internal (mW) | total [mW] |
|---|---|---|---|
| Combinational | 3.75 | 2.07 | 5.82 |
| Clock | 0.654 | 0.887 | 1.54 |
| Sequential | 0.526 | 1.85 | 2.37 |
## cells in the final DEF, fill, tap and decap left out, types with 336 or more instances in the layout
master and count:
sky130_fd_sc_hd__dfrtp_1 1553, sky130_fd_sc_hd__a21oi_1 820, sky130_fd_sc_hd__buf_4 336, sky130_fd_sc_hd__inv_1 634, sky130_fd_sc_hd__o21ai_0 712, sky130_fd_sc_hd__ha_1 777, sky130_fd_sc_hd__nand2_1 1101, sky130_fd_sc_hd__nor2_1 540
sky130_fd_sc_hd__mux2i_1 444, sky130_fd_sc_hd__mux2_2 1062
## area by class of cell
class / count / share of cell area [%]
Antenna cell: 33 / 0.0709
Clock buffer: 242 / 4.33
Clock inverter: 62 / 0.635
Inverter: 637 / 2.06
Multi-Input combinational cell: 7995 / 51.0
Sequential cell: 1557 / 33.5
Tap cell: 4557 / 4.90
Timing Repair Buffer: 488 / 3.57
Power and IR drop assume default switching activity.
